==> flow/design.v <==
module instruction_memory_fibonacci (address, data);
     input [4:0] address;
     output reg [7:0] data;
     always @(address) begin
          case(address)
               00: data = 8'b00110101;
               01: data = 8'b00000000;
               02: data = 8'b00110011;
               03: data = 8'b00000001;
               04: data = 8'b01100000;
               05: data = 8'b00000010;
               06: data = 8'b01100000;
               07: data = 8'b00000011;
               08: data = 8'b00100010;
               09: data = 8'b01100001;
               10: data = 8'b01100011;
               11: data = 8'b00000010;
               12: data = 8'b01100010;
               13: data = 8'b00000011;
               14: data = 8'b00100010;
               15: data = 8'b00100011;
               16: data = 8'b0001xxxx;
               default: data = 8'b00;
          endcase
     end
endmodule
==> flow/run.sh <==
#!/bin/bash
# OpenROAD 26Q1-2900-gdf79404cd8, Yosys 0.63+post, stock flow scripts
make -C /OpenROAD-flow-scripts/flow DESIGN_CONFIG=/design/flow/config.mk WORK_HOME=/design/flow/orfs finish
==> flow/config.mk <==
export PLATFORM = sky130hd
export DESIGN_NAME = instruction_memory_fibonacci
export DESIGN_NICKNAME = instruction_memory_fibonacci
export VERILOG_FILES = /design/flow/design.v
export SDC_FILE = /design/flow/constraint.sdc
export NUM_CORES = 4
export LEC_CHECK = 1
export CORE_AREA = 10 10 70 70
export DIE_AREA = 0 0 80 80
==> flow/constraint.sdc <==
current_design instruction_memory_fibonacci

set clk_period 1.2
set clk_io_pct 0.2

create_clock -name clk0 -period $clk_period

set non_clock_inputs [all_inputs -no_clocks]
set_input_delay [expr $clk_period * $clk_io_pct] -clock clk0 $non_clock_inputs
set_output_delay [expr $clk_period * $clk_io_pct] -clock clk0 [all_outputs]
==> reports/qor.csv <==
metric;value;unit
status;finished with violations;
failing checks;setup timing;
Fillers;378;
Cells after Synth;31;
share of cells above drive strength 1;74.5;%
antenna violations before repair;0;
power per standard cell area;298;nW/um^2
I/O Buffers;11;
Seq/Total Area, Yosys;0;%
library cells used by synthesis;17;
die area;6400;um^2
Startpoint Class;input pin;
crit share post-route;114;%
seq_cells;0;
RSZ-0062 raised after global routing;yes;
Rows;21;
FP Core Util;6.45;%
Peak VDD IR;0.0421;mV
dpl hpwl;645;um
FMAX;729;MHz
global route total overflow;0;
CORE AREA;3420;um^2
tool warnings;37;
antenna-violating nets left;0;
Fin. Hold Viols;0;
Critical Path Max Stage Delay;220;ps
HP Class;in2out;
Area Growth Syn to Fin;151;%
routed len/inst;9.91;um
Total Power;0.000165;W
crit-path max FO;3;
Flop area;0;um^2
largest net degree at the start of global routing;8;
Arr. time, crit path;1130;ps
Initial DRT Pass Iterations;4;
# diodes;0;
Final setup viols;4;
critical-path cell list;buf_8 -> inv_4 -> buf_6 -> ha_4 -> or2_4 -> a21oi_2 -> nor3_1 -> buf_2;
Die Wd;80;um
Synth Cell Area;220;um^2
min Tclk post-route;1370;ps
first-pass GRT wire length;1.57;mm
vias;305;
DR iter-0 viols;12;
Worst Setup End Kind;primary output;
# IOs;13;
MaxCap Viol Count;0;
DP Worst Slack;-1130;ps
Yosys Chip Area;220;um^2
Worst Path Required;960;ps
DRT Wirelength;961;um
Setup WS post-layout;-171;ps
Slowest cell on crit path;or2_4;
P_leak;0.217;nW
Clock buffer cells;0;
Mapped Avg Cell Area;7.10;um^2
vias in the first global route;320;
Post-route DRC;0;
WS Path Type;in2out;
die height;80;um
yosys warning tally;1;
total negative slack;-325;ps
Via-to-Cell Ratio;3.14;
Final Slew Violations;0;
yosys stat cell total;31;
routability congestion estimate from global placement;0.735;
overall routing resource usage;2.86;%
## kinds of logic (layout without fill, tap and decap cells)
logic type,after synthesis,after routing,synth area share [%]
AND-OR/OR-AND,6,6,18.2
adder cells (fa/ha/maj),4,4,22.7
buffers and inverters,6,25,18.8
multiplexers,1,1,4.55
other,1,2,1.70
AND/OR/NAND/NOR,13,13,34.1
## metal layers
layer / global-route usage, % / vias to the layer above / wire, um / share of wire, %
met3: 0.568 / 0 / 85 / 8.8
met4: 0 / 0 / 0 / 0
met5: 0 / - / 0 / 0
li1: - / 145 / - / -
met1: 3.69 / 151 / 384 / 40
met2: 5.06 / 9 / 490 / 51
## Yosys cell counts (all sizes together) (2+ instances only)
master,n,area [um^2]
nor3,3,15.0
inv,2,7.51
nor2,3,11.3
ha,4,50.1
a21oi,4,20.0
buf,4,33.8
nor3b,2,15.0
## cell type report
cell class	count	area [um^2]	area share, %
well taps	46	57.6	10.4
multi-input cells	26	282	50.9
repair buffers	23	201	36.4
inverters	2	12.5	2.26
## path summary, 6_finish.rpt
kind	start	to	slack, ps	cells past startpoint
max	address[0]	data[1]	-170	8
min	address[2]	data[0]	760	3
## cell usage in the layout, fill, tap and decap left out, drive strengths merged
| cell type | Yosys | routed |
|---|---|---|
| inv | 2 | 2 |
| nor4b | 1 | 1 |
| and2 | 1 | 1 |
| clkbuf | 0 | 1 |
| o21ai | 1 | 1 |
| a2111oi | 1 | 1 |
| nand3b | 1 | 1 |
| conb | 1 | 2 |
| nor2 | 3 | 3 |
| buf | 4 | 22 |
| mux2i | 1 | 1 |
| ha | 4 | 4 |
| nor3 | 3 | 3 |
| or2 | 1 | 1 |
| nor3b | 2 | 2 |
| a21oi | 4 | 4 |
| nand2 | 1 | 1 |
## worst max-delay path: cells and delay by family
kind,cells,cell delay [ps]
buf+inv,4,340
simple gates,2,280
fa+ha+maj,1,150
compound gates,1,120
## metrics by stage
step                hold WS, ps  std cells  area [um^2]  utilization [%]
floorplan                   491         32          224                -
global placement           1540         95          433             12.7
detailed placement         1540         95          433             12.7
CTS                         836         95          510             14.9
global route                777         97          553             16.2
finish                      759         97          553             16.2
## power breakdown
part / switching [W] / leakage [nW] / internal, W
registers: 0 / 0 / 0
clock network: 0 / 0 / 0
logic: 0.0000696 / 0.217 / 0.0000950
## repair_timing
item	in CTS	in global routing
gates resized	68	8
hold buffers	0	0
endpoints found under the hold margin	0	0
endpoints found under the setup margin	6	6
setup buffers	0	2
pin swaps	9	7
Power is estimated from default activity; no workload was simulated.
