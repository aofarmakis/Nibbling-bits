## config.mk

```make
export PLATFORM = sky130hd
export DESIGN_NAME = NibbleBuddy
export DESIGN_NICKNAME = NibbleBuddy
export VERILOG_FILES = /design/flow/design.v
export SDC_FILE = /design/flow/constraint.sdc
export NUM_CORES = 4
export LEC_CHECK = 1
export CORE_UTILIZATION = 40
```

## constraint.sdc

```tcl
current_design NibbleBuddy

set clk_period 4.8
set clk_io_pct 0.2

create_clock -name clk0 -period $clk_period [get_ports {clk}]

set non_clock_inputs [all_inputs -no_clocks]
set_input_delay [expr $clk_period * $clk_io_pct] -clock clk0 $non_clock_inputs
set_output_delay [expr $clk_period * $clk_io_pct] -clock clk0 [all_outputs]
```

## design.v

```verilog
module NibbleBuddy (reset, clk, instruction, data_in, data_out, address, write, program_counter);
     input reset, clk;
     output [7:0] instruction;
     output [3:0] data_in;
     output [3:0] data_out;
     output [3:0] address;
     output write;
     output [4:0] program_counter;
     nibble_accumulator_harvard_cpu CPU (reset, clk, instruction, data_in, data_out, address, write, program_counter);
     instruction_memory IMem (program_counter, instruction);
     data_memory DMem (reset, clk, address, write, data_out, data_in);
endmodule
module data_memory (reset, clk, address, write, data_in, data_out);
     input reset, clk;
     input write;
     input [3:0] address;
     input [3:0] data_in;
     output [3:0] data_out;
     reg [3:0] memory [15:0];
     assign data_out = (!write) ? memory[address] : 4'b0000;
     integer i;
     always @(posedge clk) begin
          if (reset) begin
               for (i = 0; i < 16; i = i + 1) begin
                    memory[i] <= 0;
               end
          end
          else if (write) memory[address] <= data_in;
     end
endmodule
module instruction_memory (address, data);
     input [4:0] address;
     output reg [7:0] data;
     always @(address) begin
          case(address)
                0: data = 8'b010_1_0001;      
                1: data = 8'b101_0_0000;      
                2: data = 8'b011_1_0000;      
                3: data = 8'b000_0_1000;      
                4: data = 8'b111_0_1000;      
                5: data = 8'b011_0_1111;      
                6: data = 8'b001_0_1000;      
                7: data = 8'b111_0_1101;      
                8: data = 8'b100_0_xxxx;      
                9: data = 8'b110_0_0101;      
               13: data = 8'b000_1_xxxx;      
               default: data = 8'b00;
          endcase
     end
endmodule
module nibble_accumulator_harvard_cpu (reset, clk, instruction, data_in, data_out, address_out, write_to_memory, program_counter);
     input reset, clk;
     input [7:0] instruction;
     input [3:0] data_in;
     output [3:0] data_out;
     output [3:0] address_out;
     output write_to_memory;
     output reg [4:0] program_counter;
     wire [3:0] operand;
     wire zero;
     reg [3:0] accumulator;
     reg carry;
     assign address_out = instruction[3:0];
     assign data_out = accumulator;
     assign write_to_memory = (instruction[7:4] == 4'b0000);              
     assign operand = (instruction[4]) ? instruction[3:0] : data_in;      
     assign zero = (accumulator == 4'd0);
     always @(posedge clk) begin
          if (reset) begin
               program_counter <= 5'h00;
               accumulator <= 8'h00;
               carry <= 1'b0;
          end
          else begin
               program_counter <= program_counter + 5'h01;
               case (instruction[7:5])
                    3'b000: if (instruction[4]) program_counter <= program_counter;      
                    3'b001: accumulator <= operand;                                      
                    3'b010: {carry, accumulator} <= accumulator + operand + carry;       
                    3'b011: accumulator <= ~(accumulator | operand);                     
                    3'b100: carry <= instruction[4];                                     
                    3'b101: if (!zero) program_counter <= instruction[4:0];              
                    3'b110: if (!carry) program_counter <= instruction[4:0];             
                    3'b111: program_counter <= instruction[4:0];                         
               endcase
          end
     end
endmodule
```

## run.sh

```bash
#!/bin/bash
# OpenROAD 26Q1-2900-gdf79404cd8, Yosys 0.63+post, stock flow scripts
make -C /OpenROAD-flow-scripts/flow DESIGN_CONFIG=/design/flow/config.mk WORK_HOME=/design/flow/orfs finish
```

==> qor.tcl <==
set qor(run_status) {completed}
set qor(final_layout_size_suffix_gt1_share_pct) 8.35
set qor(setup_viol) 0
set qor(design_power_total_mw) 2.78
set qor(static-leakage-power_nw) 1.73
set qor(ios) 28
set qor(clock-sinks) 82
set qor(critical_path.endpoint_type) {primary output}
set qor(yosysWarnings) 3
set qor(final_antenna_net_count) 0
set qor(crit_fanout) 21
set qor(timing.max_slew.rel_slack_pct) 46.4
set qor(tritoncts.num_buffers) 9
set qor(worst-slew-pin-transition_ns) 0.802
set qor(synth_area_per_cell_um2) 10.3
set qor(drt_pre_antenna_iters) 5
set qor(mostFrequentLayoutCells) {sky130_fd_sc_hd__nor3_1 (70), sky130_fd_sc_hd__edfxtp_1 (64), sky130_fd_sc_hd__nor2_1 (27), sky130_fd_sc_hd__clkdlybuf4s50_1 (27), sky130_fd_sc_hd__o21ai_0 (24)}
set qor(grt_first_pass_wirelength_mm) 17.4
set qor(worstPathRequired_ns) 3.84
set qor(skew_ns) 0.00852
set qor(chip_area_um2) 11700
set qor(cap_violations) 0
set qor(globalRouteTotalUtil_pct) 21.0
set qor(worstSetupPathType) {register to primary output}
set qor(hold_violations) 0
set qor(cts-root-buf) {sky130_fd_sc_hd__clkbuf_8}
set qor(routedWlPerCell_um) 18.7
set qor(achievable-frequency_mhz) 229
set qor(first_iter_violations) 246
set qor(max-vdd-ir-drop_uv) 264
set qor(layout_top_cell_excl_fill_tap) {sky130_fd_sc_hd__nor3_1}
set qor(synth_flops) 82
set qor(tritoncts) {done}
set qor(synthDistinctLibCells) 62
set qor(crit_path_start_kind) {register}
set qor(clk_path_buf_depth) 2
set qor(drt_drc_violations_left) 0
set qor(finalWorstPathRequiredPeriod_ns) 4.36
set qor(grt_overflow) 0
set qor(route.detailed.vias_per_inst) 5.78
set qor(worst_r2r_path_depth) 14
set qor(num-fill-cells) 980
set qor(first_global_vias) 3176
set qor(finalCritPeriodShare_pct) 90.9
set qor(core.rowCount) 38
set qor(synth_sequential_area_ratio_pct) 50.8
set qor(die_y_um) 108
set qor(yosys-stat-cells) 437
set qor(yosys-stat-area_um2) 4490
set qor(crit_end) {data_in[2]}
set qor(placer_s_final_routability_congestion_estimate) 0.880
set qor(synth_cells) 437
set qor(die_width_um) 108
set qor(reg2reg_setup_slack_ns) 0.97
set qor(setup_total_neg_slack_ns) 0
set qor(hold_ws_ns) 0.560
set qor(antenna_found_initial) 0
set qor(insertion_delay_of_the_later_clocked_pin_in_the_worst_skew_pair_ns) 0.37
set qor(hold_path_class) {register to register}
set qor(drt-total-wl_mm) 10.9
set qor(diodes) 0
set qor(cts_repair_resize_count) 0
set qor(cts.clk_slew.worst_paths_ns) 0.09
set qor(timing_max_transition_violations_final) 0
set qor(core_region_area_um2) 10900
set qor(power_density_cells_nw_per_um2) 556
set qor(synth_top_flop_cell) {sky130_fd_sc_hd__edfxtp_1}
set qor(placement.io_buffers) 27
set qor(cp.arrival_ns) 3.40
set qor(grt_start_max_net_pins) 24
set qor(fp_util_pct) 41.2
set qor(number_of_warnings_the_tools_reported) 32
set qor(count_of_flip_flops_with_a_built_in_enable_after_synthesis) 64
set qor(grt_setup_unrepaired) {false}
set qor(cts_hold_buf) 0
set qor(via_count) 3369
set qor(final_core_utilization_pct) 45.9
set qor(critical_path.reg2reg.endpoint) {CPU.accumulator[2]$_SDFFE_PP0P_}
set qor(dp.final_hpwl_mm) 7.32
set qor(synth-async-reset-ratio_pct) 0
set qor(synthesis.area_um2) 4490
set qor(area_growth_pct) 11.3
set qor(htree_levels) 3
set qor(cts_setup_buffers) 0
## synth_stat cells, types with 3 or more instances
cell type / count / area share [%]
sky130_fd_sc_hd__nor3_1: 70 / 7.8
sky130_fd_sc_hd__edfxtp_1: 64 / 43
sky130_fd_sc_hd__clkbuf_1: 30 / 2.5
sky130_fd_sc_hd__nor2_1: 27 / 2.3
sky130_fd_sc_hd__o21ai_0: 24 / 2.7
sky130_fd_sc_hd__mux2i_1: 19 / 4.2
sky130_fd_sc_hd__nand2_1: 19 / 1.6
sky130_fd_sc_hd__dfxtp_1: 18 / 8.0
sky130_fd_sc_hd__ha_1: 12 / 3.3
sky130_fd_sc_hd__inv_1: 12 / 1.0
sky130_fd_sc_hd__nor2b_1: 12 / 1.7
sky130_fd_sc_hd__a21oi_1: 11 / 1.2
sky130_fd_sc_hd__nand3_1: 10 / 1.1
sky130_fd_sc_hd__a22oi_1: 9 / 1.5
sky130_fd_sc_hd__buf_2: 8 / 0.89
sky130_fd_sc_hd__nor3b_1: 7 / 1.2
sky130_fd_sc_hd__nand2b_1: 5 / 0.70
sky130_fd_sc_hd__and2_1: 4 / 0.56
sky130_fd_sc_hd__buf_4: 4 / 0.67
sky130_fd_sc_hd__clkinv_1: 4 / 0.33
sky130_fd_sc_hd__mux2_2: 4 / 1.0
sky130_fd_sc_hd__o22ai_1: 4 / 0.56
sky130_fd_sc_hd__o31ai_1: 4 / 0.67
sky130_fd_sc_hd__a211oi_1: 3 / 0.50
sky130_fd_sc_hd__a221oi_1: 3 / 0.59
sky130_fd_sc_hd__a31oi_1: 3 / 0.42
sky130_fd_sc_hd__o21bai_1: 3 / 0.50
## sequential cells by signal (all words and copies together) (netlist names), named ones only
| signal | count |
|---|---|
| CPU.carry | 1 |
| DMem.memory | 64 |
| CPU.program_counter | 5 |
| CPU.accumulator | 4 |
## area by class of cell
cell class              count  area (µm²)  area share [%]
flip-flops and latches     82        2280            45.6
multi-input cells         293        1950            38.9
repair buffers             34         323            6.46
well taps                 140         175            3.50
clock buffers              10         128            2.55
clock inverters             6        73.8            1.48
inverters                  18        72.6            1.45
## power by group
part | leakage [nW] | total [mW] | switching (mW) | internal, mW
clock network | 0.0950 | 0.510 | 0.263 | 0.247
registers | 0.809 | 0.981 | 0.137 | 0.844
logic | 0.829 | 1.29 | 0.716 | 0.571
total | 1.73 | 2.78 | 1.12 | 1.66
## stage by stage
step | instance area [µm²] | setup WS, ns | cells
floorplan | 4490 | 1.67 | 437
global placement | 4800 | 0.989 | 567
detailed placement | 4800 | 0.907 | 567
CTS | 5000 | 0.495 | 583
global route | 5000 | 0.198 | 583
finish | 5000 | 0.439 | 583
## critical path: stages, from the launching register on
cell,delay (ns)
sky130_fd_sc_hd__dfxtp_1,0.75
sky130_fd_sc_hd__nor2b_1,0.52
sky130_fd_sc_hd__nand2b_1,0.51
sky130_fd_sc_hd__nor2_1,0.22
sky130_fd_sc_hd__o21ai_0,0.10
sky130_fd_sc_hd__a31oi_1,0.38
sky130_fd_sc_hd__clkdlybuf4s50_1,0.55
## layer usage
metal | vias up | track usage, % | share of wire [%]
li1 | 1614 | - | -
met2 | 160 | 31.6 | 46
met4 | 0 | 3.23 | 1.5
met5 | - | 0 | 0
met1 | 1582 | 33.1 | 44
met3 | 13 | 5.58 | 8.2
## worst min-delay path by stage
| stage | startpoint | endpoint | cells after the start |
|---|---|---|---|
| CTS | register | CPU.program_counter[4]$_SDFFE_PP0N_ | 2 |
| global route | register | CPU.program_counter[4]$_SDFFE_PP0N_ | 2 |
| finish | register | CPU.program_counter[4]$_SDFFE_PP0N_ | 2 |
## cells by family after synthesis
group           share of synthesized area, %
mux                                     6.24
compound gates                          13.8
buf+inv                                 5.85
xor+xnor                               0.585
simple gates                            18.4
fa+ha+maj                               4.24
flops                                   50.8
Power and IR drop assume default switching activity.
